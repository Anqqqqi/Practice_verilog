**flow/config.mk**
```make
export PLATFORM = sky130hd
export DESIGN_NAME = data_driver
export DESIGN_NICKNAME = data_driver
export VERILOG_FILES = /design/flow/design.v
export SDC_FILE = /design/flow/constraint.sdc
export NUM_CORES = 4
export LEC_CHECK = 1
export CORE_AREA = 10 10 74 74
export DIE_AREA = 0 0 84 84
```
**flow/constraint.sdc**
```tcl
current_design data_driver

set clk_period 3.1
set clk_io_pct 0.2

create_clock -name clk0 -period $clk_period [get_ports {clk_a}]

set non_clock_inputs [all_inputs -no_clocks]
set_input_delay [expr $clk_period * $clk_io_pct] -clock clk0 $non_clock_inputs
set_output_delay [expr $clk_period * $clk_io_pct] -clock clk0 [all_outputs]
```
**flow/design.v**
```verilog
`timescale 1ns/1ns
module data_driver(
	input clk_a,
	input rst_n,
	input data_ack,
	output reg [3:0]data,
	output reg data_req
	);
	reg data_ack_reg_1;
	reg data_ack_reg_2;
	reg [9:0] cnt;
	always @ (posedge clk_a or negedge rst_n)
		if (!rst_n) 
		begin
			data_ack_reg_1 <= 0;
			data_ack_reg_2 <= 0;
		end
		else
		begin
			data_ack_reg_1 <= data_ack;
			data_ack_reg_2 <= data_ack_reg_1;
		end
	always @ (posedge clk_a or negedge rst_n)
		if (!rst_n) 
		begin
			data <= 0;
		end
		else if(data_ack_reg_1 && !data_ack_reg_2)
		begin	
			data <= data+1;
		end
		else begin
			data <= data;
		end
	always @ (posedge clk_a or negedge rst_n)
		if (!rst_n) 
			cnt <= 0;
		else if (data_ack_reg_1 && !data_ack_reg_2)	
			cnt <= 0;
		else if (data_req)
			cnt <= cnt;
		else 
			cnt <= cnt+1;
	always @ (posedge clk_a or negedge rst_n)
		if (!rst_n) 
			data_req <= 0;
		else if (cnt == 3'd4)	
			data_req <= 1'b1;
		else if (data_ack_reg_1 && !data_ack_reg_2)
			data_req <= 1'b0;
		else 
			data_req <= data_req;
endmodule
module data_receiver(
	input clk_b,
	input rst_n,
	output reg data_ack,
	input [3:0]data,
	input data_req
	);
	reg [3:0]data_in_reg;
	reg data_req_reg_1;
	reg data_req_reg_2;
	always @ (posedge clk_b or negedge rst_n)
		if (!rst_n) 
		begin
			data_req_reg_1 <= 0;
			data_req_reg_2 <= 0;
		end
		else
		begin
			data_req_reg_1 <= data_req;
			data_req_reg_2 <= data_req_reg_1;
		end
	always @ (posedge clk_b or negedge rst_n)
		if (!rst_n)
			data_ack <= 0;
		else if (data_req_reg_1)
			data_ack <= 1;
		else  data_ack <=0 ;
	always @ (posedge clk_b or negedge rst_n)
		if (!rst_n)
			data_in_reg <= 0;
		else if (data_req_reg_1 && !data_req_reg_2)
			data_in_reg <= data;
		else  data_in_reg <= data_in_reg ;	
endmodule			
```
**flow/run.sh**
```bash
#!/bin/bash
# OpenROAD 26Q1-2900-gdf79404cd8, Yosys 0.63+post, stock flow scripts
make -C /OpenROAD-flow-scripts/flow DESIGN_CONFIG=/design/flow/config.mk WORK_HOME=/design/flow/orfs finish
```
==> flow_results.org <==
#+TITLE: Physical design notes

** Run status
- The flow ran to the end, and the final reports show no timing, DRC or antenna violations.

** Worst setup path
- Type of element capturing the critical path :: output pin
- On the critical path the data arrives at about 1.3 ns.
- Critical path buffer and inverter count :: 1
- Per the timing report, the biggest fanout along the worst path comes to 8.
- Listed in order, past its start point the critical path passes clkdlybuf4s50_1.
- The worst setup path is of the reg -> out kind.
- The timing report shows that the slowest cell on the worst path is sky130_fd_sc_hd__clkdlybuf4s50_1.
- Critical path's largest stage delay :: 0.52 ns
- CP top delay family :: buffers and inverters
- Worst EP required :: 2.48 ns
- Setup slack on the worst reg-to-reg path comes out at between 1.5 and 2 ns.
- Critical path launch point type :: flop
- R2R Path End :: data[3]
- The worst register-to-register path has a depth of 3.
- STA lists the startpoint of the worst register-to-register path as data_ack_reg_1.

** Detailed routing
- Post-route DRC violation count :: 0
- The detailed router placed 542 vias in this run.
- The detail route stage leaves a number of antenna-violating nets equal to 0.
- The script logs the mean routed wire length per placed instance as ~10 um.
- The routed design ends up with an antenna cell count of 0.
- For this block, the routed nets add up to 1382 um of wire.
- Drt via density :: between 4 and 5
- DRC violation total after the first TritonRoute iteration :: 6
- In the log, the iteration count for the first detailed-route pass is 2.

** Run
- Across all stage logs, warnings added up to 26.
- Max-cap violations in this run came to 0.

** Final timing
- Fmax :: 535.4 MHz
- Hold WS :: approximately 0.4 ns
- Worst slew pin tran :: 0.8287 ns
- Number of slew-limit violations in the final report :: 0
- Setup violations remaining at the end of the flow were counted as 0.
- Setup repair after global routing left no endpoint under its margin.
- Ratio of final minimum period to clock period :: 60.25%
- The final timing report derives a shortest allowable period of approximately 1.9 ns.
- Final clock skew :: approximately 0.0029 ns
- Final tally of hold violations :: 0
- Slew HR :: 44.64%
- Sum of negative setup slack :: 0 ns

** Floorplan
- I/O pin count :: 8
- Share of the core filled by cells before placement :: around a fifth
- Chip footprint :: around 7100 sq um
- From bottom edge to top edge, the die measures 84 um.
- After floorplanning, the core was divided into 23 placement rows.
- Die width :: 84 um
- After floorplanning, the core was sized to cover 3971 sq um.

** Clock tree
- Gates resized during post-CTS repair numbered 0.
- The timing report gives the clock slew at the launch and capture registers of the worst setup and hold paths as 0.06 ns.
- In this run the post-CTS setup repair buffer count came out at 0.
- Skew-Pair Late Insertion Delay :: between 0.2 and 0.3 ns
- The number of clock sinks came to 17.
- Looking at the clock tree report, the maximum root-to-sink buffer count equals 2.
- H-tree levels :: 1
- Total clock buffers created by CTS :: 3
- CTS tree :: built
- For this design, the CTS-stage hold fixing added 0 buffers.
- CTS placed an instance of sky130_fd_sc_hd__clkbuf_8 at the clock tree root.

** Worst hold path
- Min-Delay Endpoint :: data_ack_reg_2
- Critical hold path startpoint :: data_ack_reg_1
- The tightest min-delay check is of the reg -> reg type.
- Number of instances on the worst hold path :: 0

** Synth
- Portion of the post-synthesis area used by sequential elements :: 53.63%
- After synthesis, the chip area reported by Yosys is between 700 and 800 sq um.
- Number of distinct library cells after synthesis :: 25
- Yosys stat cell total :: approximately 70
- The post-synth register bit count is 17.
- Yosys warnings :: 1
- Synthesis produced a netlist whose cell count is 72.
- Per the post-synthesis stats, the area per cell is around 11 sq um.
- In this run the cell area of the synthesized design comes to 793.3 sq um.

** Final layout
- Layout overhead on the synthesized area :: 22.08%
- Cells fill 24.39% of the core in the end.
- Cells with a size suffix above 1 make up 7.317% of the layout.
- In the final layout, the fill cell count is around 430.

** Global route
- Entering global routing, the biggest net connects 18 pins.
- Global-route wire length before repair :: 2532 um
- Number of antenna violations at the first check in global routing :: 0
- Global-route usage over all layers :: 4.047%
- Remaining global-route overflow :: 0
- The via count of the first global-routing pass came to roughly 570.

** Power and ir drop
- The script extracted a total leakage power of 0.0004051 uW.
- IR analysis of the VDD net gives a maximum drop of between 0.3 and 0.4 mV.
- The flow reported a cell area power density of 752.1 nW/um^2.

** Place
- Input and output buffers added on the ports amount to 7.
- Weighted congestion reported at the end of routability-driven placement :: 0.8163
## area by class of cell
class	count	area (sq um)	share of cell area (%)
sequential	17	425.4	43.93
multi-input combinational	51	352.8	36.43
timing repair buffer	7	70.07	7.235
tap	50	62.56	6.460
clock buffer	3	41.29	4.264
inverter	3	11.26	1.163
clock inverter	1	5.005	0.5168
## stage by stage
step           instances  setup slack [ns]  power (uW)  area (sq um)
6_report             132             1.232       728.3         968.4
5_1_grt              132             1.184       786.0         968.4
4_1_cts              132             1.229       739.8         968.4
3_5_place_dp         128             1.502       575.8         922.1
3_3_place_gp         128             1.516       568.6         922.1
2_1_floorplan         72             1.785       467.9         793.3
## cells in the final DEF (no fill, tap or decap), types with 3 or more instances in the layout
cell type / count
sky130_fd_sc_hd__clkbuf_8: 3
sky130_fd_sc_hd__clkdlybuf4s50_1: 7
sky130_fd_sc_hd__dfrtp_1: 17
sky130_fd_sc_hd__xnor2_1: 4
sky130_fd_sc_hd__xor2_1: 3
sky130_fd_sc_hd__ha_1: 3
sky130_fd_sc_hd__nor2_1: 5
sky130_fd_sc_hd__a21oi_1: 4
sky130_fd_sc_hd__nand2_1: 9
sky130_fd_sc_hd__inv_1: 3
## cell usage after synthesis
| cell type | number | share of area, % |
|---|---|---|
| sky130_fd_sc_hd__xnor2_1 | 4 | 4.4 |
| sky130_fd_sc_hd__nand4b_1 | 1 | 1.1 |
| sky130_fd_sc_hd__nor4b_1 | 1 | 1.1 |
| sky130_fd_sc_hd__nand4b_4 | 1 | 3.0 |
| sky130_fd_sc_hd__nor2_1 | 5 | 2.4 |
| sky130_fd_sc_hd__nand2_1 | 9 | 4.3 |
| sky130_fd_sc_hd__xor2_1 | 3 | 3.3 |
| sky130_fd_sc_hd__mux2i_1 | 2 | 2.5 |
| sky130_fd_sc_hd__o41ai_1 | 1 | 1.1 |
| sky130_fd_sc_hd__or3_1 | 1 | 0.79 |
| sky130_fd_sc_hd__nand4_1 | 1 | 0.79 |
| sky130_fd_sc_hd__nand2b_1 | 2 | 1.6 |
| sky130_fd_sc_hd__or4_1 | 2 | 1.9 |
| sky130_fd_sc_hd__nand3b_1 | 2 | 1.9 |
| sky130_fd_sc_hd__nor2b_1 | 2 | 1.6 |
| sky130_fd_sc_hd__or3_2 | 1 | 0.95 |
| sky130_fd_sc_hd__o21ai_0 | 2 | 1.3 |
| sky130_fd_sc_hd__nand3_1 | 1 | 0.63 |
| sky130_fd_sc_hd__o31ai_1 | 2 | 1.9 |
| sky130_fd_sc_hd__inv_1 | 3 | 1.4 |
| sky130_fd_sc_hd__clkbuf_1 | 1 | 0.47 |
| sky130_fd_sc_hd__nor4_1 | 1 | 0.79 |
| sky130_fd_sc_hd__a21oi_1 | 4 | 2.5 |
| sky130_fd_sc_hd__dfrtp_1 | 17 | 54 |
| sky130_fd_sc_hd__ha_1 | 3 | 4.7 |
## per-layer routing
metal | GRT usage (%) | up-vias | share of wire, %
met1 | 4.994 | 262 | 46
met5 | 0 | - | 0
met3 | 0.8858 | 2 | 3.6
met2 | 7.038 | 7 | 50
met4 | 0.7610 | 0 | 0.58
li1 | - | 271 | -
## registers in the layout, indices dropped and copies added, names as in the netlist
name,count
data_ack_reg_2,1
data,4
cnt,10
data_req,1
data_ack_reg_1,1
## cell families after synthesis
logic type | share of synthesized area (%)
adders and majority gates | 4.732
xor gates and xnor gates | 7.729
buffers and inverters | 1.892
muxes | 2.524
DFF | 53.63
and+or+nand+nor | 22.71
AOI/OAI and AO/OA | 6.782
## worst max-delay path by stage
stage                    start  cells past startpoint  slack (ns)        to
after CTS             data_req                      1        1.23  data_req
after global routing  data_req                      1        1.18  data_req
final                 data_req                      1        1.23  data_req
## where the power goes
group	switching (uW)	internal, uW
Clock	70.6	88.9
Combinational	72.1	135
Sequential	80.5	281
Power is estimated from default activity; no workload was simulated.
